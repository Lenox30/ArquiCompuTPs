==> /design/flow/design.v <==
`timescale 1ns / 1ps
module alu #(parameter N = 8)(    
    input  [N-1:0] i_datoA,
    input  [N-1:0] i_datoB,
    input  [5:0]   i_operacion,
    output reg [N-1:0] o_resultado,
    output o_zero,       
    output o_overflow,   
    output o_carry      
    );
    wire signo_A, signo_B, signo_resultado;
    wire overflow_add, overflow_sub;
    wire [N:0] suma_extendida;
    wire carry_add;
    localparam OP_ADD = 6'b100000;
    localparam OP_SUB = 6'b100010;
    localparam OP_AND = 6'b100100;
    localparam OP_OR  = 6'b100101;
    localparam OP_XOR = 6'b100110;
    localparam OP_NOR = 6'b100111;
    localparam OP_SRL = 6'b000010;
    localparam OP_SRA = 6'b000011;
    always @(*) begin
       case(i_operacion)
           OP_ADD: o_resultado = i_datoA + i_datoB;    
           OP_SUB: o_resultado = i_datoA - i_datoB;    
           OP_AND: o_resultado = i_datoA & i_datoB;    
           OP_OR: o_resultado = i_datoA | i_datoB;     
           OP_XOR: o_resultado = i_datoA ^ i_datoB;    
           OP_NOR: o_resultado = ~(i_datoA | i_datoB); 
           OP_SRL: o_resultado = i_datoA >> i_datoB[$clog2(N)-1:0];              
           OP_SRA: o_resultado = $signed(i_datoA) >>> i_datoB[$clog2(N)-1:0];    
               default: o_resultado = {N{1'b0}};           
       endcase
    end
    assign signo_A = i_datoA[N-1];
    assign signo_B = i_datoB[N-1];
    assign signo_resultado = o_resultado[N-1];
    assign o_zero = (o_resultado == {N{1'b0}});
    assign overflow_add = (signo_A == signo_B) && (signo_A != signo_resultado);
    assign overflow_sub = (signo_A != signo_B) && (signo_A != signo_resultado);
    assign o_overflow = ((i_operacion == OP_ADD) && overflow_add) ||
                    ((i_operacion == OP_SUB) && overflow_sub);
    assign suma_extendida = {1'b0, i_datoA} + {1'b0, i_datoB}; 
    assign carry_add = suma_extendida[N];
    assign o_carry = (i_operacion == OP_ADD ) ? carry_add : 1'b0;
endmodule
`timescale 1ns / 1ps
module alu_top(
    input wire clk,            
    input wire [15:0] sw,      
    input wire [0:0] btn,      
    output wire [15:0] led     
);
    parameter N = 8;
    reg [N-1:0] reg_datoA;
    reg [N-1:0] reg_datoB;
    wire selector_AB;           
    wire [5:0] operacion;
    wire [N-1:0] dato_entrada;
    assign selector_AB = sw[15];       
    assign operacion = sw[13:8];       
    assign dato_entrada = sw[7:0];     
    reg btn_sync1, btn_sync2, btn_prev;
    wire btn_edge;
    always @(posedge clk) begin
        btn_sync1 <= btn[0];
        btn_sync2 <= btn_sync1;
        btn_prev <= btn_sync2;
    end
    assign btn_edge = btn_sync2 & ~btn_prev;
    always @(posedge clk) begin
        if (btn_edge) begin
            if (selector_AB == 1'b0) begin
                reg_datoA <= dato_entrada;
            end else begin
                reg_datoB <= dato_entrada;
            end
        end
    end
    wire [N-1:0] resultado;
    wire zero, overflow, carry;
    alu #(
        .N(N)
    ) alu_inst (
        .i_datoA(reg_datoA),
        .i_datoB(reg_datoB),
        .i_operacion(operacion),
        .o_resultado(resultado),
        .o_zero(zero),
        .o_overflow(overflow),
        .o_carry(carry)
    );
    assign led[7:0] = resultado;
    assign led[8]  = zero;       
    assign led[9]  = overflow;   
    assign led[10] = carry;      
    assign led[11] = ~selector_AB;   
    assign led[12] = selector_AB;    
    assign led[13] = (reg_datoA != 0);  
    assign led[14] = (reg_datoB != 0);  
    assign led[15] = 1'b1;              
endmodule
==> /design/flow/run.sh <==
#!/bin/bash
# OpenROAD 26Q1-2900-gdf79404cd8, Yosys 0.63+post, stock flow scripts
make -C /OpenROAD-flow-scripts/flow DESIGN_CONFIG=/design/flow/config.mk WORK_HOME=/design/flow/orfs finish
==> /design/flow/config.mk <==
export PLATFORM = sky130hd
export DESIGN_NAME = alu_top
export DESIGN_NICKNAME = alu_top
export VERILOG_FILES = /design/flow/design.v
export SDC_FILE = /design/flow/constraint.sdc
export NUM_CORES = 4
export LEC_CHECK = 1
export CORE_UTILIZATION = 40
==> /design/flow/constraint.sdc <==
current_design alu_top

set clk_period 7.5
set clk_io_pct 0.2

create_clock -name clk0 -period $clk_period [get_ports {clk}]

set non_clock_inputs [all_inputs -no_clocks]
set_input_delay [expr $clk_period * $clk_io_pct] -clock clk0 $non_clock_inputs
set_output_delay [expr $clk_period * $clk_io_pct] -clock clk0 [all_outputs]
==> Changelog: implementation <==
### Implementation results

* Final worst slack at 0.506 ns
* PwrDens at ~110 nW/um^2
* Tool warnings at 35
* Vias at about 1700
* Pre-CTS setup slack at 0.482 ns
* RePlAce Congestion at a little under 0.9
* Cell area leaders: edfxtp_1 (23%), ha_1 (14%), mux2i_1 (5.2%)
* CTS sink count at 19
* Vias in the first global route at about 1500
* Hold Path Origin: btn_sync1$_DFF_P_
* Post-Syn Instances at approximately 240
* Initial DRC Count at between 90 and 100
* Largest net degree at the start of global routing at 30
* # port buffers at 31
* Max_cap viols at 0
* Synth cell count leaders: ha_1 (24), inv_1 (20), nor2_1 (18), edfxtp_1 (16), a21oi_1 (15)
* Leakage power figure at ~0.0010 uW
* Crit. End Element: primary output
* Overall global routing resource usage at between 10% and 20%
* Fillers at ~500
* CP required at about 6 ns
* Area share, top type at 22.6%
* Min-delay worst type: register to register
* Status: finished clean
* Fmax at roughly 140 MHz
* Most instantiated library cell after synthesis: ha_1
* DR pass1 iterations at 4
* Clock slew at reported path FFs at about 0.070 ns
* Placed inst area at ~2500 um^2
* CP Launch Type: primary input
* Skew final at about 0.0046 ns
* Final setup fails at 0
* DRT Wirelength at 4.75 mm
* Met3 Use GR at approximately 1.2%
* Reg2reg setup slack at between 6 and 7 ns
* Final HPWL DP at around 3.7 mm
* Detail Route Antenna Nets at 0
* Number of remaining DRC errors at 0
* Die H at between 70 and 80 um
* Seq share, synth at ~25%
* Post-route setup TNS at 0 ns
* Final critical-path required period at ~7.0 ns
* Post-route cell area at 2500 um^2
* Synth unique cells at 50
* Busiest grt layer: met2
* Number of cells on the worst hold path at 0
* GR Layer Usage met1 at approximately 29%
* FP Rows at 26
* Init Core Util at 41.6%
* Final period util at roughly 93%
* Number of cells in Yosys stat at between 200 and 250
* Die Area at ~5600 um^2
* Ys Warns at 2
* Met2 Use GR at approximately 30%
* N_diodes at 0
* Worst reg2reg endpoint: reg_datoB[5]$_DFFE_PP_
* Clk buf depth at 2
* Avg Cell Area, Syn at just under 9 um^2
* Reg2reg path depth at 2
* GR Overflow Total at 0
* Layout cell share with drive strength beyond 1 at 8.78%
* Area growth, synth to finish at 17.7%
* IO Pins at 34
* Cts repair resizes at 0
* Die x size at 74.9 um
* Max VDD drop at ~0.11 mV
* Post-synthesis cell area at approximately 2100 um^2
* Slew at the pin with the worst max-slew slack at just over 0.6 ns
* DR WL/cell at 14.3 um
* Worst Hold End: btn_sync2$_DFF_P_
* Cts bufs inserted at 3
* H-Tree Depth at 1
* CTS root buffer: clkbuf_8
* EDFF count, synth at 16
* Final number of hold-violating endpoints at 0
* Skew-Pair Late Insertion Delay at between 0.2 and 0.3 ns
* Post-DR vias/cell at 5.26
* CP Class: primary input to primary output
* Crit path DAT at approximately 5.5 ns
* Postcts setup bufs at 0
* Top_reg_cell synth: edfxtp_1
* Pwr Total at between 200 and 300 uW
* RSZ-0062 raised after global routing: false
* Critical R2R Launch: btn_sync2$_DFF_P_
* Slew Limit Headroom at about three fifths
* Max FO, Critical Path at 5
* Async set-or-reset flop fraction in the synthesized netlist at 0%
* First-pass GRT wire length at 7.56 mm
* CTS tree: yes
* Registers, synthesis at 19
* Core ar. at between 5000 and 6000 um^2
* Area reported by Yosys stat at about 2100 um^2
* Synth area leader: edfxtp_1
* Final Max Slew Viols at 0
* Initial antenna violation count at 0
* Post-CTS Hold Buffers at 0
[stage by stage]
stage          instances  utilization [%]  hold WS, ns
5_1_grt              332             49.0        0.358
4_1_cts              332             49.0        0.341
6_report             332             49.0        0.342
3_5_place_dp         328             48.1        0.318
3_3_place_gp         328             48.1        0.313
2_1_floorplan        240                -        0.310
[how the worst max path moves through the flow]
| stage | startpoint | to | slack (ns) | cells past startpoint |
|---|---|---|---|---|
| final | sw[11] | led[8] | 0.51 | 15 |
| after CTS | sw[11] | led[8] | 0.46 | 15 |
| after global routing | sw[11] | led[8] | 0.26 | 15 |
[flip-flops by register name (all words and copies together) (netlist names)]
signal,count
btn_sync2,1
reg_datoA,8
reg_datoB,8
btn_prev,1
btn_sync1,1
[critical path, cell delays in order]
cell and delay [ns]:
clkdlybuf4s50_1 0.44, or4b_4 0.59, or2_2 0.34, nor2_1 0.10, a21o_1 0.14, inv_1 0.05
ha_1 0.26, nor2b_1 0.14, o21ai_0 0.27, xor2_2 0.17, o221ai_2 0.12, or3_1 0.40
or3_1 0.34, nor4_2 0.14, clkdlybuf4s50_1 0.49
[per-layer routing]
layer	part of all wire, %	routed length (um)	vias up
li1	-	-	911
met1	49	2340	777
met2	46	2170	53
met3	4.2	200	4
met4	0.84	40	0
met5	0	0	-
[layout by cell type, fill, tap and decap left out, types with 2 or more instances in the layout]
| cell | count |
|---|---|
| clkbuf_8 | 3 |
| or3_1 | 3 |
| ha_1 | 24 |
| nor2b_1 | 7 |
| nand2b_1 | 5 |
| mux2_2 | 3 |
| o2111ai_1 | 2 |
| a31oi_1 | 2 |
| clkdlybuf4s50_1 | 31 |
| inv_1 | 20 |
| mux4_2 | 3 |
| a22oi_1 | 3 |
| nor3b_1 | 3 |
| nor2_1 | 18 |
| o21ai_0 | 7 |
| a2bb2oi_1 | 2 |
| or2_2 | 2 |
| xnor2_1 | 11 |
| edfxtp_1 | 16 |
| nor3_1 | 7 |
| a21o_1 | 4 |
| dfxtp_1 | 3 |
| nand3_1 | 4 |
| mux2i_1 | 11 |
| a21oi_1 | 15 |
| nand2_1 | 13 |
| nor4_1 | 5 |
| o211ai_1 | 8 |
| o221ai_1 | 2 |
| buf_4 | 5 |
[area by class of cell]
type	instances	area, um^2	share of cell area, %
timing repair buffer	36	348	13.9
inverter	20	75.1	3.00
tap	70	87.6	3.50
clock buffer	3	41.3	1.65
sequential	19	541	21.6
multi-input combinational	183	1400	56.1
clock inverter	1	5.00	0.200
[cell families (layout without fill, tap and decap cells)]
group / Yosys count / in the layout / share of synthesized area (%)
fa+ha+maj: 25 / 25 / 15.1
mux: 17 / 17 / 9.95
other cells: 1 / 1 / 0.177
compound gates: 52 / 52 / 16.4
buf+inv: 38 / 60 / 8.48
flops: 19 / 19 / 25.4
xor+xnor: 13 / 13 / 5.71
simple gates: 75 / 75 / 18.8
[report_power, final]
group | leakage [uW] | internal (uW) | total, uW | switching, uW
logic | 0.000816 | 38.7 | 71.5 | 32.9
clock network | 0.0000255 | 36.8 | 67.0 | 30.2
registers | 0.000172 | 118 | 124 | 5.79
Power figures rest on the tool's default switching activity, not on a simulated workload.
