===== design/flow/config.mk =====
export PLATFORM = sky130hd
export DESIGN_NAME = uart_alu_top
export DESIGN_NICKNAME = uart_alu_top
export VERILOG_FILES = /design/flow/design.v
export SDC_FILE = /design/flow/constraint.sdc
export NUM_CORES = 4
export LEC_CHECK = 1
export CORE_UTILIZATION = 40

===== design/flow/constraint.sdc =====
current_design uart_alu_top

set clk_period 9.1
set clk_io_pct 0.2

create_clock -name clk0 -period $clk_period [get_ports {clk}]

set non_clock_inputs [all_inputs -no_clocks]
set_input_delay [expr $clk_period * $clk_io_pct] -clock clk0 $non_clock_inputs
set_output_delay [expr $clk_period * $clk_io_pct] -clock clk0 [all_outputs]

===== design/flow/design.v =====
`timescale 1ns / 1ps
module alu #(parameter N = 8)(    
    input  [N-1:0] i_datoA,
    input  [N-1:0] i_datoB,
    input  [5:0]   i_operacion,
    output reg [N-1:0] o_resultado,
    output o_zero,       
    output o_overflow,   
    output o_carry      
    );
    wire signo_A, signo_B, signo_resultado;
    wire overflow_add, overflow_sub;
    wire [N:0] suma_extendida;
    wire carry_add;
    localparam OP_ADD = 6'b100000;
    localparam OP_SUB = 6'b100010;
    localparam OP_AND = 6'b100100;
    localparam OP_OR  = 6'b100101;
    localparam OP_XOR = 6'b100110;
    localparam OP_NOR = 6'b100111;
    localparam OP_SRL = 6'b000010;
    localparam OP_SRA = 6'b000011;
    always @(*) begin
       case(i_operacion)
           OP_ADD: o_resultado = i_datoA + i_datoB;    
           OP_SUB: o_resultado = i_datoA - i_datoB;    
           OP_AND: o_resultado = i_datoA & i_datoB;    
           OP_OR: o_resultado = i_datoA | i_datoB;     
           OP_XOR: o_resultado = i_datoA ^ i_datoB;    
           OP_NOR: o_resultado = ~(i_datoA | i_datoB); 
           OP_SRL: o_resultado = i_datoA >> i_datoB[$clog2(N)-1:0];              
           OP_SRA: o_resultado = $signed(i_datoA) >>> i_datoB[$clog2(N)-1:0];    
               default: o_resultado = {N{1'b0}};           
       endcase
    end
    assign signo_A = i_datoA[N-1];
    assign signo_B = i_datoB[N-1];
    assign signo_resultado = o_resultado[N-1];
    assign o_zero = (o_resultado == {N{1'b0}});
    assign overflow_add = (signo_A == signo_B) && (signo_A != signo_resultado);
    assign overflow_sub = (signo_A != signo_B) && (signo_A != signo_resultado);
    assign o_overflow = ((i_operacion == OP_ADD) && overflow_add) ||
                    ((i_operacion == OP_SUB) && overflow_sub);
    assign suma_extendida = {1'b0, i_datoA} + {1'b0, i_datoB}; 
    assign carry_add = suma_extendida[N];
    assign o_carry = (i_operacion == OP_ADD ) ? carry_add : 1'b0;
endmodule
`timescale 1ns / 1ps
module baud_rate_generator #(
    parameter DIVISOR = 651  
)(
    input  wire clk,
    input  wire reset,
    output wire tick
);
    localparam COUNTER_WIDTH = $clog2(DIVISOR);
    reg [COUNTER_WIDTH-1:0] counter;
    always @(posedge clk) begin
        if (reset) begin
            counter <= 0;
        end else begin
            if (counter == DIVISOR - 1) begin
                counter <= 0;
            end else begin
                counter <= counter + 1;
            end
        end
    end
    assign tick = (counter == DIVISOR - 1);
endmodule
`timescale 1ns / 1ps
module uart_alu_top #(
    parameter CLK_FREQ = 100_000_000,
    parameter BAUD_RATE = 9600,
    parameter DATA_BITS = 8
)(
    input  wire clk,
    input  wire reset,
    input  wire rx,
    output wire tx,
    output wire [15:0] led
);
    localparam DIVISOR = CLK_FREQ / (BAUD_RATE * 16);
    wire tick;
    baud_rate_generator #(
        .DIVISOR(DIVISOR)
    ) baud_gen (
        .clk(clk),
        .reset(reset),
        .tick(tick)
    );
    wire rx_done;
    wire [7:0] rx_data;
    uart_rx #(
        .DBIT(8),
        .SB_TICK(16)
    ) uart_rx_inst (
        .clk(clk),
        .reset(reset),
        .rx(rx),
        .s_tick(tick),
        .rx_done_tick(rx_done),
        .dout(rx_data)
    );
    reg tx_start_reg;
    reg [7:0] tx_data_reg;
    wire tx_done;
    wire tx_internal;
    uart_tx #(
        .DBIT(8),
        .SB_TICK(16)
    ) uart_tx_inst (
        .clk(clk),
        .reset(reset),
        .tx_start(tx_start_reg),
        .s_tick(tick),
        .din(tx_data_reg),
        .tx(tx_internal),
        .tx_done_tick(tx_done)
    );
    assign tx = tx_internal;
    reg [DATA_BITS-1:0] reg_A;
    reg [DATA_BITS-1:0] reg_B;
    reg [5:0] reg_op;
    wire [DATA_BITS-1:0] alu_result;
    wire alu_zero, alu_overflow, alu_carry;
    alu #(
        .N(DATA_BITS)
    ) alu_inst (
        .i_datoA(reg_A),
        .i_datoB(reg_B),
        .i_operacion(reg_op),
        .o_resultado(alu_result),
        .o_zero(alu_zero),
        .o_overflow(alu_overflow),
        .o_carry(alu_carry)
    );
    localparam S_IDLE         = 4'd0;    
    localparam S_RECV_A       = 4'd1;    
    localparam S_WAIT_B       = 4'd2;    
    localparam S_RECV_B       = 4'd3;    
    localparam S_WAIT_OP      = 4'd4;    
    localparam S_RECV_OP      = 4'd5;    
    localparam S_EXECUTE      = 4'd6;    
    localparam S_SEND_RES_ST  = 4'd7;    
    localparam S_SEND_RES_WT  = 4'd8;    
    localparam S_SEND_FLG_ST  = 4'd9;    
    localparam S_SEND_FLG_WT  = 4'd10;   
    localparam S_SEND_STA_ST  = 4'd11;   
    localparam S_SEND_STA_WT  = 4'd12;   
    reg [3:0] state_reg, state_next;
    always @(posedge clk) begin
        if (reset) begin
            state_reg <= S_IDLE;
        end else begin
            state_reg <= state_next;
        end
    end
    always @(posedge clk) begin
        if (reset) begin
            reg_A <= 0;
            reg_B <= 0;
            reg_op <= 0;
        end else begin
            case (state_reg)
                S_RECV_A:  reg_A <= rx_data;
                S_RECV_B:  reg_B <= rx_data;
                S_RECV_OP: reg_op <= rx_data[5:0];
            endcase
        end
    end
    always @(*) begin
        state_next = state_reg;
        case (state_reg)
            S_IDLE: begin
                if (rx_done) state_next = S_RECV_A;
            end
            S_RECV_A: begin
                state_next = S_WAIT_B;
            end
            S_WAIT_B: begin
                if (rx_done) state_next = S_RECV_B;
            end
            S_RECV_B: begin
                state_next = S_WAIT_OP;
            end
            S_WAIT_OP: begin
                if (rx_done) state_next = S_RECV_OP;
            end
            S_RECV_OP: begin
                state_next = S_EXECUTE;
            end
            S_EXECUTE: begin
                state_next = S_SEND_RES_ST;
            end
            S_SEND_RES_ST: begin
                state_next = S_SEND_RES_WT;
            end
            S_SEND_RES_WT: begin
                if (tx_done) state_next = S_SEND_FLG_ST;
            end
            S_SEND_FLG_ST: begin
                state_next = S_SEND_FLG_WT;
            end
            S_SEND_FLG_WT: begin
                if (tx_done) state_next = S_SEND_STA_ST;
            end
            S_SEND_STA_ST: begin
                state_next = S_SEND_STA_WT;
            end
            S_SEND_STA_WT: begin
                if (tx_done) state_next = S_IDLE;
            end
            default: state_next = S_IDLE;
        endcase
    end
    reg [3:0] state_prev;
    always @(posedge clk) begin
        if (reset) begin
            tx_start_reg <= 1'b0;
            tx_data_reg <= 8'h00;
            state_prev <= S_IDLE;
        end else begin
            state_prev <= state_reg;
            tx_start_reg <= 1'b0;   
            if ((state_prev != S_SEND_RES_ST) && (state_reg == S_SEND_RES_ST)) begin
                tx_start_reg <= 1'b1;
                tx_data_reg <= alu_result;
            end
            else if ((state_prev != S_SEND_FLG_ST) && (state_reg == S_SEND_FLG_ST)) begin
                tx_start_reg <= 1'b1;
                tx_data_reg <= {alu_zero, alu_overflow, alu_carry, 5'b00000};
            end
            else if ((state_prev != S_SEND_STA_ST) && (state_reg == S_SEND_STA_ST)) begin
                tx_start_reg <= 1'b1;
                tx_data_reg <= 8'h55;
            end
            else if (state_reg == S_SEND_RES_WT) begin
                tx_data_reg <= alu_result;
            end
            else if (state_reg == S_SEND_FLG_WT) begin
                tx_data_reg <= {alu_zero, alu_overflow, alu_carry, 5'b00000};
            end
            else if (state_reg == S_SEND_STA_WT) begin
                tx_data_reg <= 8'h55;
            end
        end
    end
    assign led[7:0] = alu_result;
    assign led[8] = alu_zero;
    assign led[9] = alu_overflow;
    assign led[10] = alu_carry;
    assign led[11] = (state_reg == S_RECV_A);
    assign led[12] = (state_reg == S_RECV_B);
    assign led[13] = (state_reg == S_RECV_OP);
    assign led[14] = rx_done;
    assign led[15] = tx_done_stretched;
endmodule
`timescale 1ns / 1ps
module uart_rx #(
    parameter DBIT = 8,
    parameter SB_TICK = 16
)(
    input  wire clk,
    input  wire reset,
    input  wire rx,
    input  wire s_tick,
    output reg  rx_done_tick,
    output reg  [DBIT-1:0] dout
);
    localparam [1:0] IDLE  = 2'b00;
    localparam [1:0] START = 2'b01;
    localparam [1:0] DATA  = 2'b10;
    localparam [1:0] STOP  = 2'b11;
    reg [1:0] state_reg, state_next;
    reg [3:0] s_reg, s_next;
    reg [2:0] n_reg, n_next;
    reg [DBIT-1:0] b_reg, b_next;
    always @(posedge clk) begin
        if (reset) begin
            state_reg <= IDLE;
            s_reg <= 4'd0;
            n_reg <= 3'd0;
            b_reg <= {DBIT{1'b0}};
            dout <= {DBIT{1'b0}};
            rx_done_tick <= 1'b0;
        end else begin
            state_reg <= state_next;
            s_reg <= s_next;
            n_reg <= n_next;
            b_reg <= b_next;
            rx_done_tick <= (state_reg == STOP && s_reg == 4'd15 && s_tick);
            if (state_reg == STOP && s_reg == 4'd15 && s_tick) begin
                dout <= b_reg;
            end
        end
    end
    always @(*) begin
        state_next = state_reg;
        s_next = s_reg;
        n_next = n_reg;
        b_next = b_reg;
        case (state_reg)
            IDLE: begin
                if (~rx) begin
                    state_next = START;
                    s_next = 4'd0;
                end
            end
            START: begin
                if (s_tick) begin
                    if (s_reg == 4'd7) begin
                        if (~rx) begin
                            s_next = s_reg + 4'd1;
                        end else begin
                            state_next = IDLE;
                        end
                    end else if (s_reg == 4'd15) begin
                        state_next = DATA;
                        s_next = 4'd0;
                        n_next = 3'd0;
                    end else begin
                        s_next = s_reg + 4'd1;
                    end
                end
            end
            DATA: begin
                if (s_tick) begin
                    if (s_reg == 4'd7) begin
                        b_next = {rx, b_reg[DBIT-1:1]};
                    end
                    if (s_reg == 4'd15) begin
                        s_next = 4'd0;
                        if (n_reg == (DBIT - 1)) begin
                            state_next = STOP;
                        end else begin
                            n_next = n_reg + 3'd1;
                        end
                    end else begin
                        s_next = s_reg + 4'd1;
                    end
                end
            end
            STOP: begin
                if (s_tick) begin
                    if (s_reg == 4'd15) begin
                        state_next = IDLE;
                        s_next = 4'd0;
                    end else begin
                        s_next = s_reg + 4'd1;
                    end
                end
            end
            default: state_next = IDLE;
        endcase
    end
endmodule
`timescale 1ns / 1ps
module uart_tx #(
    parameter DBIT = 8,       
    parameter SB_TICK = 16    
)(
    input  wire clk,
    input  wire reset,
    input  wire tx_start,          
    input  wire s_tick,            
    input  wire [DBIT-1:0] din,    
    output wire  tx,                
    output wire tx_done_tick       
);
    localparam IDLE  = 2'b00;
    localparam START = 2'b01;
    localparam DATA  = 2'b10;
    localparam STOP  = 2'b11;
    reg [1:0] state_reg, state_next;   
    reg [3:0] s_reg, s_next;           
    reg [2:0] n_reg, n_next;           
    reg [DBIT-1:0] b_reg, b_next;      
    reg tx_reg, tx_next;               
    always @(posedge clk) begin
        if (reset) begin
            state_reg <= IDLE;
            s_reg <= 0;
            n_reg <= 0;
            b_reg <= 0;
            tx_reg <= 1'b1;   
        end else begin
            state_reg <= state_next;
            s_reg <= s_next;
            n_reg <= n_next;
            b_reg <= b_next;
            tx_reg <= tx_next;
        end
    end
    always @(*) begin
        state_next = state_reg;
        s_next = s_reg;
        n_next = n_reg;
        b_next = b_reg;
        tx_next = tx_reg;
        case (state_reg)
            IDLE: begin
                tx_next = 1'b1;   
                if (tx_start) begin
                    state_next = START;
                    s_next = 0;
                    b_next = din;   
                end
            end
            START: begin
                tx_next = 1'b0;   
                if (s_tick) begin
                    if (s_reg == SB_TICK - 1) begin   
                        state_next = DATA;
                        s_next = 0;
                        n_next = 0;
                    end else begin
                        s_next = s_reg + 1;
                    end
                end
            end
            DATA: begin
                tx_next = b_reg[0];   
                if (s_tick) begin
                    if (s_reg == SB_TICK - 1) begin  
                        s_next = 0;
                        b_next = {1'b0, b_reg[DBIT-1:1]};   
                        if (n_reg == DBIT - 1) begin
                            state_next = STOP;
                        end else begin
                            n_next = n_reg + 1;
                        end
                    end else begin
                        s_next = s_reg + 1;
                    end
                end
            end
            STOP: begin
                tx_next = 1'b1;   
                if (s_tick) begin
                    if (s_reg == SB_TICK - 1) begin
                        state_next = IDLE;
                    end else begin
                        s_next = s_reg + 1;
                    end
                end
            end
        endcase
    end
    assign tx = tx_reg;
    assign tx_done_tick = (state_reg == STOP) && (s_reg == SB_TICK - 1) && s_tick;
endmodule

===== design/flow/run.sh =====
#!/bin/bash
# OpenROAD 26Q1-2900-gdf79404cd8, Yosys 0.63+post, stock flow scripts
make -C /OpenROAD-flow-scripts/flow DESIGN_CONFIG=/design/flow/config.mk WORK_HOME=/design/flow/orfs finish

==> metrics.yaml <==
maxSlewViolCount: 0
largest-register: "baud_gen.counter"
core_area_mm2: 0.01345
crit_chain: "nor4b_2 -> and2_1 -> nor2_1 -> xnor2_1 -> ha_1 -> or2_2 -> o22ai_1 -> xor2_1 -> o211ai_1 -> a2111oi_0 -> and4_1 -> clkdlybuf4s50_1"
post-cts-setup-buffers: 0
cts_resized: 0
antenna_found_initial: 0
ys_warn_count: 7
max-cap-violations: 0
route.vias.total: 4604
powerDensity_mw_per_mm2: 143.1
clkSinkCount: 97
rr_worst_depth: 12
mostFrequentLayoutCell: "dfxtp_1"
finalClockSkew_ns: 0.01068
routabilityCongestion: 0.9297
grt_pass1_wl_mm: 20.71
clockBufferDepth: 2
layout.cells.non_filler: 849
ys_cells: 674
worstPathMaxFanout: 22
numCtsBuffers: 9
synth-edff-count: 0
setup_viol: 0
finalSetupTns_ns: 0
top_area_share_pct: 34.74
status: "finished clean"
syn-mean-instance-area_um2: 8.294
tightest_slew_ns: 0.8392
hold_path_end: "uart_tx_inst.n_reg[2]"
min_from: "uart_tx_inst.n_reg[2]"
yosysSeqAreaShare_pct: 34.74
ys.flop_type: "dfxtp_1"
irDropWorstVdd_v: 0.00009253
rsz0062_at_grt: "false"
clock.fmax_ghz: 0.1703
async_flop_share_pct: 0
syn2layout_area_growth_pct: 9.490
drtIter0Drc: 395
worstPathRequired_ns: 7.28
critPathArrivalTime_ns: 4.05
cpPeakStageDelay_ns: 0.57
first_global_vias: 4128
reg2reg_from: "reg_op[0]"
dieArea_mm2: 0.01445
drt-pass1-iter-count: 5
hold_viol_final: 0
hold_class: "reg -> reg"
drive_gt1_share_pct: 6.092
core.rowCount: 42
die_x_um: 120.2
holdPathStages: 2
critPathCaptureType: "primary output"
path_clk_slew_ns: 0.06
r2r_setup_slack_ns: 5.67
critPathKind: "reg -> out"
antenna_cells: 0
synth_cell_types: 69
cp-startpoint: "reg_op[0]"
top_area_cell: "dfxtp_1"
synthTopCellsByArea: "dfxtp_1, ha_1, a21oi_1, mux2i_1, nor2_1"
relSlewSlack_pct: 43.84
post-route-drc-count: 0
insertion_delay_ns: 0.35
cts_tree: "built"
grt_remaining_overflow: 0
htreeDepth: 3
fin_crit_ns: 5.872
power.leakage_nw: 2.231
r2r-end: "tx_data_reg[7]"
largest_reg_flops: 10
finalPower_mw: 0.8757
crit_slowest_cell: "dfxtp_1"
wl_per_cell_um: 14.14
cts_hold_buf: 0
dp_cells: 833
synth_area_mm2: 0.005590
ant_nets: 0
io-pin-count: 20
portBuffers: 18
warning_count: 35
routed_wirelength_mm: 12.01
ys.flops: 97
dp_hpwl_mm: 8.683
fp-utilization_pct: 41.56
vias_per_cell: 5.423
cts-root-buf: "clkbuf_16"
grt_max_degree: 59
ys_area_mm2: 0.005590
finalCritPeriodShare_pct: 64.53
die_y_um: 120.2
lay_top_cells: "dfxtp_1, nor2_1, nand2_1"
synthCells: 674
critPathLaunchType: "flip-flop"
grtUsageTotal_pct: 17.96
==> worst max-delay path: cells and delay by family, from the launching register on <==
family	cells	cell delay (ns)
AND/OR/NAND/NOR	5	1.46
AND-OR/OR-AND	3	0.66
flip-flops	1	0.57
buffers and inverters	1	0.46
XOR/XNOR	2	0.30
adder cells (fa/ha/maj)	1	0.26
==> how the worst max path moves through the flow <==
stage	slack, ns	endpoint	cells past startpoint
final	3.23	led[8]	12
after global routing	2.76	led[8]	13
after CTS	3.17	led[8]	12
==> where the power goes <==
group          total (mW)  switching, mW  internal, mW  leakage [nW]
Combinational      0.0407         0.0255        0.0152          1.30
Sequential          0.439        0.00805         0.431         0.783
Clock               0.396          0.156         0.239         0.152
==> synthesized netlist by cell type, drive strengths merged, types with 4 or more instances <==
master and instances:
and3 4, dfxtp 97, xor2 14, xnor2 16, mux2i 31, nand2 74
a21boi 4, nor3 14, o22ai 5, clkbuf 20, or3 6, nand3 20
o211ai 6, a21o 8, a31oi 5, nand3b 6, nand4 10, a21oi 63
inv 24, o21ai 20, a22oi 8, nand4b 4, a211oi 12, or2 4
nor2 82, ha 32, nand2b 9, nor2b 10, buf 19
==> layer usage <==
layer	global-route usage, %	wire, um
met2	25.97	5208
met5	0	0
met3	2.408	405
met1	29.40	6142
met4	3.318	249
==> area by class of cell <==
| cell class | instances | area, um2 |
|---|---|---|
| fill | 1310 | 7332 |
| sequential | 97 | 1942 |
| clock inverter | 6 | 82.58 |
| tap | 176 | 220.2 |
| multi-input combinational | 511 | 3341 |
| timing repair buffer | 22 | 205.2 |
| inverter | 27 | 101.3 |
| clock buffer | 10 | 229.0 |
==> metrics by stage <==
step | cell area [um2] | util [%] | hold WS (ns) | setup WS, ns
floorplan | 5590 | - | 0.4356 | 4.483
global placement | 5809 | 43.18 | 0.4453 | 3.627
detailed placement | 5809 | 43.18 | 0.4527 | 3.554
CTS | 6121 | 45.50 | 0.4629 | 3.172
global route | 6121 | 45.50 | 0.4846 | 2.760
finish | 6121 | 45.50 | 0.4609 | 3.228
==> logic make-up (layout without fill, tap and decap cells) <==
logic type	after synthesis	count (layout)	synth area share, %
compound gates	152	152	17.44
xor+xnor	30	30	4.700
fa+ha+maj	33	33	7.520
buf+inv	66	65	5.506
flops	97	97	34.74
mux	37	37	7.363
other cells	1	1	0.06708
simple gates	258	258	22.67
Power is estimated from default activity; no workload was simulated.
